$ cat flow/config.mk
export PLATFORM = sky130hd
export DESIGN_NAME = axis_packrec_2
export DESIGN_NICKNAME = axis_packrec_2
export VERILOG_FILES = /design/flow/design.v
export SDC_FILE = /design/flow/constraint.sdc
export NUM_CORES = 4
export LEC_CHECK = 1
export CORE_UTILIZATION = 30
export SYNTH_MEMORY_MAX_BITS = 65536
$ cat flow/constraint.sdc
current_design axis_packrec_2

set clk_period 511.9
set clk_io_pct 0.2

create_clock -name clk0 -period $clk_period [get_ports {clk}]

set non_clock_inputs [all_inputs -no_clocks]
set_input_delay [expr $clk_period * $clk_io_pct] -clock clk0 $non_clock_inputs
set_output_delay [expr $clk_period * $clk_io_pct] -clock clk0 [all_outputs]
$ cat flow/design.v
`timescale 1ns/1ps
module fifo #(
        parameter AW = 11,
        parameter DW = 15,
        parameter DD = 2048
    )
    (
        input clk,
        input rst,
        input wea,
        input [DW:0] dina,
        input enb,
        output [DW:0] doutb,
        output full,
        output empty
    );
    reg [DW :0] ram [DD - 1:0];
    reg [DW:0] doutb_reg;
    reg [AW:0] counter;
    reg [AW-1:0] addra,addrb;
    reg [2:0] refc; 
    wire fill;
    reg flag;
    integer i;
	initial begin
	for(i = 0; i < DD; i = i + 1) begin
					ram[i] = 0;
			  end
		doutb_reg = 0;
		refc=0;
		counter=0;
		addra=0;
		addrb=0;
		flag=0;
	end
    always @(posedge clk) begin
    if (rst) begin
    doutb_reg <= 0;
		counter<=0;
		addra<=0;
		addrb<=0;
    end
    else begin
        if (wea && ~full) begin
            ram[addra] <= dina;
            counter<=counter+1;
            if (addra==2048) addra<=0; 
            else addra<=addra+1;
        end
        if(enb && ~empty) begin
            doutb_reg <= ram[addrb];
            if (counter==0) counter<=counter;
            else counter <= counter-1;
            if (addrb==2048) addrb<=0; 
            else addrb<=addrb+1;
        end
        end
    end
    always @(posedge clk) begin
    if (fill) refc<=refc+1;
    else refc<=0;
    if (addra==addrb) flag<=1;
    else flag<=0;
    end
    assign doutb = doutb_reg;
    assign fill = (counter==DD)?1:0;
    assign  full = refc[0];
    assign empty = (counter==0 && wea==0 && enb==0 || flag)?1:0;
endmodule
`timescale 1ns / 1ps
module axis_packrec_1 #(
    parameter AW = 10,
    parameter DW = 8,
    parameter DD = 512)(
      input                  clk,
      input                  rst,
      input    [DW-1   :0]   s_tdata,
      input                  s_tvalid,
      input                  s_tlast,
      output                 s_tready,
      input [DW+DW -1:  0]   packet_config,
      output   [DW-1   :0]   m_tdata,
      output                 m_tvalid,
      output                 m_tlast,
      input                  m_tready,
      output                 full,
      output                 empty
    );
  logic [DW :0] s_tdata_i;
  logic [DW :0] m_tdata_i;
  logic [AW:0] read_idx, write_idx;
  logic [DW-1:0] len,k;
  logic s_tready_i;
  fifo #(
         .AW(AW),
         .DW(DW),
         .DD(DD)
  ) fifo_inst(
         .clk(clk),
         .rst(rst),
         .wea(wea),
         .dina(s_tdata_i),
         .enb(enb),
         .doutb(m_tdata_i),
         .full(full),
         .empty(empty)
       );
  always @(*)
  begin
    if (rst || full)
      s_tready_i <=0;
    else
      s_tready_i <=1;
  end
  always @(posedge clk)
  begin
    if (rst)
    begin
      read_idx<=0;
      write_idx<=0;
    end
    end
  assign s_tready= s_tready_i;
  assign m_tvalid = (enb && ~empty)?1:0;
  assign wea = s_tvalid && s_tready ;
  assign enb = (m_tready)?1:0;
  assign s_tdata_i = wea?{s_tlast,s_tdata}:0;
  assign {m_tlast,m_tdata} = enb?m_tdata_i:0;
  assign {len,k} = packet_config;
endmodule
module axis_packrec_2 #(
    parameter AW = 10,
    parameter DW = 8,
    parameter DD = 512)(
      input                  clk,
      input                  rst,
      input    [DW-1   :0]   s_tdata,
      input                  s_tvalid,
      input                  s_tlast,
      output                 s_tready,
      output   [DW-1   :0]   m_tdata,
      output                 m_tvalid,
      output                 m_tlast,
      input                  m_tready,
      output                 full,
      output                 empty
    );
  logic [DW :0] s_tdata_i;
  logic [DW :0] m_tdata_i;
  logic [AW:0] read_idx, write_idx;
  logic s_tready_i;
  fifo #(
         .AW(AW),
         .DW(DW),
         .DD(DD)
  ) fifo_inst(
         .clk(clk),
         .rst(rst),
         .wea(wea),
         .dina(s_tdata_i),
         .enb(enb),
         .doutb(m_tdata_i),
         .full(full),
         .empty(empty)
       );
  always @(*)
  begin
    if (rst || full)
      s_tready_i <=0;
    else
      s_tready_i <=1;
  end
  always @(posedge clk)
  begin
    if (rst)
    begin
      read_idx<=0;
      write_idx<=0;
    end
    end
  assign s_tready= s_tready_i;
  assign m_tvalid = (enb && ~empty)?1:0;
  assign wea = s_tvalid && s_tready ;
  assign enb = (m_tready)?1:0;
  assign s_tdata_i = wea?{s_tlast,s_tdata}:0;
  assign {m_tlast,m_tdata} = enb?m_tdata_i:0;
endmodule
$ cat flow/run.sh
#!/bin/bash
# OpenROAD 26Q1-2900-gdf79404cd8, Yosys 0.63+post, stock flow scripts
make -C /OpenROAD-flow-scripts/flow DESIGN_CONFIG=/design/flow/config.mk WORK_HOME=/design/flow/orfs finish
==> CHANGELOG.md <==
## Implementation

* WL met3 at 105,300 um
* Hold_buf cts at 0
* Vias in the first global route at 98,340
* Reg-to-reg endpoint: fifo_inst.doutb_reg[3]
* Crit end category: output port
* Layout fillers at 53,950
* Number of remaining DRC errors at 0
* Slew @ Worst Pin at 1.125 ns
* Core footprint at around 0.60 sq mm
* Cell total in the yosys stat output at 8,393
* Async set-reset flop share out of synthesis at 0
* CP Class: in -> out
* Max-slew violations at 0
* Hold slack at 0.5024 ns
* Synth Warn # at 4
* CP most frequent cell: clkdlybuf4s50_1
* Wire per inst at 29.27 um
* Logic area at 0.03865 sq mm
* Register area at between 0.1 and 0.15 sq mm
* Die ar. at 0.6051 sq mm
* Final Cycle Share at 0.4045
* # Post-CTS Setup Buffers at 0
* Top flop regs: fifo_inst.ram x4608, fifo_inst.counter x11
* Dpl hpwl at 308,800 um
* R2R depth at 11
* Core Util, Final at 0.3442
* M1 WL at 145,900 um
* Total global-route track usage at 0.1774
* Max Cap Violations at 0
* Tmin final at about 210 ns
* PortBufs at 25
* CTS tree: done
* H-tree depth at 5
* Mapped Avg Cell Area at 21.52 sq um
* Tool warnings at about 65
* Vias per inst at 5.134
* Leak at approximately 60 nW
* Longest Clk Path Bufs at 4
* CP Launch Type: primary input
* Peak supply drop at 0.000002896 V
* Finish-stage setup viols at 0
* RSZ-0062 raised after global routing: false
* FP Rows at 284
* CTS sink count at 4,650
* CP Data Arrival Time at 104.67 ns
* Metal2 WL at 226,200 um
* Hold Fails Final Rpt at 0
* GRT overflow at 0
* Reg2reg start: fifo_inst.addrb[1]
* Status: complete, no violations
* Top cell area share at 0.7663
* Initial antenna violation count at 32
* Yosys Chip Area at 0.1806 sq mm
* Synthesis-to-finish area growth at 14.13%
* Setup TNS at 0 ns
* Starting density of the core at 0.3016
* Dpl cells at 16,320
* Post-synthesis sequential area ratio at 0.7709
* R2r setup slk at 505.23 ns
* First drt pass iteration count at 6
* CTS resizes at 0
* CTS buffer count at roughly 450
* Synth cell types at 82
* Synth area leader: edfxtp_1
* Max FFs per register at 4,608
* Post-route ant nets at 0
* Commonest cells in the netlist: edfxtp_1, mux4_2, nor2_1
* Post-synth EDFFs at 4,608
* Worst relative slew slack at 0.2471
* Clk latency late pin at between 1 and 1.5 ns
* Min-Delay Startpoint: fifo_inst.refc[0]
* Pwr dens at 3.911 mW/mm^2
* First DRT Iteration DRCs at approximately 5,700
* Final Wtd Congestion at roughly 0.89
* DRT Wirelength at 503,000 um
* Critical Path RT at 409.52 ns
* Clock root buffer: clkbuf_16
* Main synth FF type: edfxtp_1
* Pre-CTS setup slack at 304.89 ns
* Global-route wire length before repair at 711,200 um
* Layout Skew at slightly above 0.06 ns
* Final non-filler cell total at about 17,000
* Hold Path Class: reg -> reg
* Ys flops at 4,650
* Final setup margin at just over 300 ns
* Crit path cell chain: clkdlybuf4s50_1, and2_1, nor2_1, a21o_1, clkdlybuf4s50_1
* Slowest cell on crit path: and2_1
* Cells after Synth at 8,393
* I/O Pins at 26
* Post-Syn Area at 0.1806 sq mm
* Max incr delay on CP at 0.74 ns
* Die Wd at a little under 800 um
* Synth top area cells: edfxtp_1, mux4_2, mux2i_1, nor2_1, dfxtp_1
* Clock transition at the registers of the reported paths at 0.06 ns
* DR vias at around 88,000
* Reg with most FFs: fifo_inst.ram
* Pin count of the biggest net entering global routing at 137
* WHS Endpoint: fifo_inst.refc[0]
* Die Ht at 777.9 um
* Hold Path Cell Cnt at 1
* Share of cells above drive strength 1 at 0.2465
* DR top layer: met5
* Max FO, Critical Path at 12
* Yosys top cell by instances: edfxtp_1
* Achievable frequency at approximately 4.8 MHz
## power breakdown
part           internal (mW)  switching (mW)  total, mW
logic                 0.0272          0.0351     0.0623
registers              0.419         0.00137      0.420
clock network          0.184           0.140      0.324
total                  0.630           0.176      0.806
## layer usage
metal	GRT usage	vias to the layer above
met4	0.06526	75
met5	0.02820	-
met3	0.1732	1076
li1	-	36000
met1	0.1680	44420
met2	0.2562	6657
## area by class of cell
type,instances,area share
Sequential cell,4650,0.6756
Clock buffer,576,0.05826
Multi-Input combinational cell,3202,0.1875
Inverter,14,0.0003400
Clock inverter,254,0.01150
Antenna cell,41,0.0004978
Tap cell,8008,0.04861
Timing Repair Buffer,441,0.01768
## worst max path at each step
stage         slack, ns  startpoint  cells past startpoint    end
finish           304.85    s_tvalid                      5  empty
global route     304.69         rst                      6  empty
CTS              304.89    s_tvalid                      5  empty
## per-stage QoR
step	total power, mW	area (sq um)
2_1_floorplan	0.4755	180600
3_3_place_gp	0.4900	191600
3_5_place_dp	0.4910	191600
4_1_cts	0.8113	206000
5_1_grt	0.8293	206000
6_report	0.8061	206100
## cell families (layout without fill, tap and decap cells)
kind of cell    after synthesis  count (layout)  synth area share
compound gates              674             674           0.02680
xor+xnor                     38              38          0.001843
fa+ha+maj                     7               7         0.0004850
buf+inv                     541            1285           0.01659
flops                      4650            4650            0.7709
mux                        1501            1501            0.1604
other cells                   0              41                 0
simple gates                982             982           0.02293
## cell usage in the layout, fill, tap and decap left out, types with 27 or more instances in the layout
cell type | Yosys | final
o221ai_1 | 67 | 67
a21oi_1 | 109 | 109
bufinv_16 | 0 | 37
clkbuf_1 | 210 | 111
mux4_2 | 1112 | 1112
a22oi_1 | 95 | 95
a221oi_1 | 57 | 57
clkbuf_16 | 0 | 461
dfxtp_1 | 42 | 35
nand2_1 | 189 | 171
mux2_2 | 29 | 29
o22ai_1 | 58 | 58
diode_2 | 0 | 41
clkinv_2 | 0 | 78
edfxtp_1 | 4608 | 4608
o21ai_0 | 82 | 82
clkinv_1 | 1 | 98
nor2_1 | 602 | 598
nand3_1 | 28 | 27
and2_1 | 31 | 28
buf_4 | 68 | 394
mux2i_1 | 360 | 360
## worst max-delay path, delay by kind of cell
kind | cells | cell delay, ns
buf+inv | 2 | 1.08
simple gates | 2 | 0.95
compound gates | 1 | 0.25
Power and IR drop assume default switching activity.
